### flow/design.v
`timescale 1ns / 1ps
module WriteBackReg(
	input clk,
	input reset,
	input [31:0] NextWBIR,
	input [31:0] NextWBRD,
	input [31:0] NextWBPC,
	input [31:0] NextWBPC_4,
	input [31:0] NextWBALUOut,
	output reg [31:0] WBIR,
	output reg [31:0] WBRD,
	output reg [31:0] WBPC,
	output reg [31:0] WBPC_4,
	output reg [31:0] WBALUOut
    );
	parameter init = 32'h0000_0000;
	always@(posedge clk) begin
		if (reset == 1'b1) begin
			WBIR <= init;
			WBRD <= init;
			WBPC <= init;
			WBPC_4 <= init;
			WBALUOut <=  init;
		end else begin
			WBIR <= NextWBIR;
			WBRD <= NextWBRD;
			WBPC <= NextWBPC;
			WBPC_4 <= NextWBPC_4;
			WBALUOut <= NextWBALUOut;
		end
	end
endmodule
### flow/run.sh
#!/bin/bash
# OpenROAD 26Q1-2900-gdf79404cd8, Yosys 0.63+post, stock flow scripts
make -C /OpenROAD-flow-scripts/flow DESIGN_CONFIG=/design/flow/config.mk WORK_HOME=/design/flow/orfs finish
### flow/config.mk
export PLATFORM = sky130hd
export DESIGN_NAME = WriteBackReg
export DESIGN_NICKNAME = WriteBackReg
export VERILOG_FILES = /design/flow/design.v
export SDC_FILE = /design/flow/constraint.sdc
export NUM_CORES = 4
export LEC_CHECK = 1
export CORE_AREA = 10 10 169 169
export DIE_AREA = 0 0 179 179
### flow/constraint.sdc
current_design WriteBackReg

set clk_period 1.0
set clk_io_pct 0.2

create_clock -name clk0 -period $clk_period [get_ports {clk}]

set non_clock_inputs [all_inputs -no_clocks]
set_input_delay [expr $clk_period * $clk_io_pct] -clock clk0 $non_clock_inputs
set_output_delay [expr $clk_period * $clk_io_pct] -clock clk0 [all_outputs]
==> ci_impl_report.md <==
### Metrics collected by this job

| Metric | Value |
|---|---|
| Outcome | complete, but fails checks |
| Failing checks | negative setup slack |
| CP Cell Sequence | buf_6 |
| Most frequent cell after synthesis | dfxtp_1 |
| CTS sink count | approximately 160 |
| Worst Path Max Fanout | 1 |
| Post-CTS Setup Bufs | 0 |
| Critical path's top delay family | flip-flops |
| Number of nets still failing antenna checks after routing | 0 |
| Layout cells sized above 1 | 34.2% |
| WP buf/inv | 1 |
| CORE AREA | 25000 µm² |
| Bufs on Longest Clock Path | 2 |
| First-pass DRT Iterations | 4 |
| Post-Syn Area | about 4300 µm² |
| CTS buffer count | 17 |
| CTS tree | yes |
| # diodes | 0 |
| Worst setup margin | -77.9 ps |
| Vias per cell | 3.33 |
| Final Instance Area | 7830 µm² |
| CTS clk-pin slew, worst paths | about 60 ps |
| Max Fclk | 928 MHz |
| Largest net degree at the start of global routing | approximately 42 |
| Worst slack, placed | -124 ps |
| Die width | between 150 and 200 µm |
| Synth Area per Inst | between 10 and 15 µm² |
| Die H | 179 µm |
| Final min period | 1080 ps |
| Area Growth Syn to Fin | 81.9% |
| Unrepaired setup endpoints after global routing | true |
| CTS H-tree depth | 4 |
| Startpoint types | register |
| Number of enable flip-flop cells | 0 |
| Ys async rst share | 0% |
| HPWL after DPL | 12600 µm |
| Post-DP Area | 8020 µm² |
| Max-Slew Margin vs Limit | slightly below 90% |
| Residual DRC | 0 |
| GRT overflow | 0 |
| Top cells by area | dfxtp_1, nor2b_1, and2b_1, buf_2, clkbuf_1 |
| Synth flops | about 160 |
| Synth area leader | dfxtp_1 |
| Largest stage delay on the critical path | 360 ps |
| # port buffers | 321 |
| Max-cap violations | 0 |
| Hold crit path type | in -> reg |
| Crit path capture type | output port |
| Yosys cell count | 337 |
| Worst-margin pin slew | ~200 ps |
| FP Util | roughly 17% |
| I/O pin cnt | 322 |
| Leak | 3.49 nW |
| Finish-stage setup viols | approximately 160 |
| Crit path DAT | 880 ps |
| WL final | 15600 µm |
| Worst IR Drop VDD | 732 µV |
| Pwr Density | 1800 nW/µm² |
| Register share after synthesis | 74.4% |
| Final period util | 108% |
| Initial DRC Count | 72 |
| Synth Flop Type | dfxtp_1 |
| First-pass GRT wire length | around 22000 µm |
| Most frequent cells after synthesis | dfxtp_1, nor2b_1, and2b_1 |
| Hold buffer count at CTS | 0 |
| Cell Type Count | 6 |
| Slowest cell on crit path | dfxtp_4 |
| Via count of the first global-routing pass | 3664 |
| Number of max-slew violations in the final report | 0 |
| Largest type area fraction | 74.4% |
| Clock root cell | clkbuf_16 |
| YS chip area | 4310 µm² |
| WS Path Type | reg -> out |
| Mapped Cells | 337 |
| DIE AREA | 32000 µm² |
| GRT Overall Usage | about 9.3% |
| Syn. warnings | 1 |
| Log Warnings | 27 |
| Num rows | 58 |
| WL/cell | 15.3 µm |
| Initial antenna violation count | 0 |
| Via count | 3394 |
| Final hold vios | 0 |
| Worst EP required | 800 ps |
| Fill cells | 2590 |
| GPL Wtd Cong | 0.795 |
-- area by class of cell --
type	instances	area [µm²]	area share (%)
clock inverters	14	108	1.37
repair buffers	337	2620	33.5
flip-flops and latches	160	3240	41.4
multi-input cells	160	1020	13.1
well taps	330	413	5.27
clock buffers	17	425	5.43
-- path summary, 6_finish.rpt --
check / cells after the start / from / to
worst min-delay path: 2 / reset / WBPC_4[11]$_SDFF_PP0_
worst max-delay path: 1 / WBPC_4[9]$_SDFF_PP0_ / WBPC_4[9]
-- power by group --
part / switching, mW / internal, mW
clock: 2.76 / 3.19
sequential: 0.0785 / 6.72
combinational: 0.342 / 0.991
total: 3.18 / 10.9
-- flip-flops by register name, indices dropped and copies added, names as in the netlist --
register  flops
WBALUOut     32
WBIR         32
WBPC         32
WBPC_4       32
WBRD         32
-- cells by family (layout without fill, tap and decap cells) --
kind of cell | after synthesis | count (layout) | synth area share (%)
buf+inv | 17 | 368 | 1.86
flops | 160 | 160 | 74.4
simple gates | 160 | 160 | 23.8
-- metal layers --
metal	GRT usage, %	part of all wire [%]	up-vias
met5	0	0	-
met4	0.792	0.77	0
met3	6.07	16	7
met2	15.3	47	198
met1	10.2	36	1495
li1	-	-	1694
-- through the flow --
step                      hold slack (ps)  total power, mW  TNS [ps]  utilization (%)  instances
after floorplan                       325             7.14         0                -        337
after global routing                 30.4             14.8    -10650             31.3       1018
after global placement                473             8.62      -531             32.0        987
final                                49.2             14.1     -2550             31.3       1018
after CTS                            27.9             14.4     -8050             31.1       1018
after detailed placement              480             8.62      -475             32.0        987
-- cells in the final DEF, fill, tap and decap left out --
| cell | n |
|---|---|
| clkinvlp_4 | 6 |
| buf_2 | 153 |
| clkinv_2 | 2 |
| dfxtp_1 | 133 |
| and2b_1 | 18 |
| clkdlybuf4s50_1 | 160 |
| inv_6 | 4 |
| nor2b_1 | 142 |
| buf_4 | 13 |
| buf_12 | 4 |
| clkinv_4 | 2 |
| clkbuf_16 | 17 |
| buf_6 | 7 |
| dfxtp_2 | 26 |
| dfxtp_4 | 1 |
-- what timing repair did --
item,CTS,global route
endpoints found under the setup margin,160,160
pin swaps,0,0
resized,537,17
gates cloned,0,0
hold endpoints to repair,0,0
Power figures rest on the tool's default switching activity, not on a simulated workload.
